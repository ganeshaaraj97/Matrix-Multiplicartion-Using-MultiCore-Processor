### flow/design.v
module instr_memory(
			input clock,
			input [ 15: 0] addr_a,
			input [ 15: 0] addr_b,
			input [ 15: 0] addr_c,
			input [ 15: 0] addr_d, 
			output reg [ 15: 0] instr_out_a,
			output reg [ 15: 0] instr_out_b,
			output reg [ 15: 0] instr_out_c,
			output reg [ 15: 0] instr_out_d);
			reg [ 15: 0] ram [ 94: 0];
			parameter
		   loada = 16'd3,
			loadb = 16'd5,
			store = 16'd7,
			jumpz = 16'd9,
			jumpn = 16'd13,
			mvr2r1 = 16'd20,
			mvacarp = 16'd23,
			mvacacp = 16'd24,
			mvacbcp = 16'd25,
			incam = 16'd26,
			incan = 16'd27,
			incbn = 16'd28,
			mvamr1 = 16'd29,
			mvanr1 = 16'd30,
			mvbnr1 = 16'd31,
			mvarpac = 16'd32,
			mvacpac = 16'd33,
			mvbcpac = 16'd34,
			mvaaac = 16'd35,
			mvabac = 16'd36,
			mvadac = 16'd37,
			mvacr1 = 16'd38,
			mvacr2 = 16'd39,
			mvr2ac = 16'd40,
			multi = 16'd41,
			add = 16'd42,
			sub = 16'd43,
			rstan = 16'd45,
			rstr2 = 16'd46,
			nop = 16'd47,
			endop = 16'd48;
			initial begin
					ram[0] = 16'd4096+loada; 
					ram[1] = 16'd0; 
					ram[2] = 16'd4096+mvacarp;
					ram[3] = 16'd4096+loada; 
					ram[4] = 16'd2; 
					ram[5] = 16'd4096+mvacacp; 
					ram[6] = 16'd4096+loada; 
					ram[7] = 16'd2; 
					ram[8] = 16'd4096+mvacbcp;
			      ram[9] = 16'd4096+nop;		
					ram[10] = 16'd4096+mvamr1;
					ram[11] = 16'd4096+mvarpac;
					ram[12] = 16'd4096+sub;
					ram[13] = 16'd4096+jumpz;
					ram[14] = 16'd87;
					ram[15] = 16'd8192+loada; 
					ram[16] = 16'd0; 
					ram[17] = 16'd8192+mvacarp;
					ram[18] = 16'd8192+loada; 
					ram[19] = 16'd1; 
					ram[20] = 16'd8192+mvacacp; 
					ram[21] = 16'd8192+loada; 
					ram[22] = 16'd2; 
					ram[23] = 16'd8192+mvacbcp;	
					ram[24] = 16'd8192+incam;
					ram[25] = 16'd8192+mvamr1;
					ram[26] = 16'd8192+mvarpac;
					ram[27] = 16'd8192+sub;
					ram[28] = 16'd8192+jumpz;
					ram[29] = 16'd88;
					ram[30] = 16'd16384+loada; 
					ram[31] = 16'd0; 
					ram[32] = 16'd16384+mvacarp;
					ram[33] = 16'd16384+loada; 
					ram[34] = 16'd1; 
					ram[35] = 16'd16384+mvacacp; 
					ram[36] = 16'd16384+loada; 
					ram[37] = 16'd2; 
					ram[38] = 16'd16384+mvacbcp;		
					ram[39] = 16'd16384+incam;
					ram[40] = 16'd16384+incam;
					ram[41] = 16'd16384+mvamr1;
					ram[42] = 16'd16384+mvarpac;
					ram[43] = 16'd16384+sub;
					ram[44] = 16'd16384+jumpz;
					ram[45] = 16'd89;
					ram[46] = 16'd32768+loada; 
					ram[47] = 16'd0; 
					ram[48] = 16'd32768+mvacarp;
					ram[49] = 16'd32768+loada; 
					ram[50] = 16'd1; 
					ram[51] = 16'd32768+mvacacp; 
					ram[52] = 16'd32768+loada; 
					ram[53] = 16'd2; 
					ram[54] = 16'd32768+mvacbcp;		
					ram[55] = 16'd32768+incam;
					ram[56] = 16'd32768+incam;
					ram[57] = 16'd32768+incam;
					ram[58] = 16'd32768+mvamr1;
					ram[59] = 16'd32768+mvarpac;
					ram[60] = 16'd32768+sub;
					ram[61] = 16'd32768+jumpz;
					ram[62] = 16'd90;
					ram[63] = 16'd61440+mvaaac; 
					ram[64] = 16'd61440+loadb;
					ram[65] = 16'd61440+mvacr1;
					ram[66] = 16'd61440+mvabac;
					ram[67] = 16'd61440+loadb;
					ram[68] = 16'd61440+multi;
					ram[69] = 16'd61440+mvr2r1;
					ram[70] = 16'd61440+add;
					ram[71] = 16'd61440+mvacr2;
					ram[72] = 16'd61440+incan;
					ram[73] = 16'd61440+mvanr1; 
					ram[74] = 16'd61440+mvacpac;
					ram[75] = 16'd61440+sub ;
					ram[76] = 16'd61440+jumpn; 
					ram[77] = 16'd63;
					ram[78] = 16'd61440+store;
					ram[79] = 16'd61440+incbn; 
					ram[80] = 16'd61440+rstan;
					ram[81] = 16'd61440+rstr2;  
					ram[82] = 16'd61440+mvbnr1;
					ram[83] = 16'd61440+mvbcpac; 
					ram[84] = 16'd61440+sub;
					ram[85] = 16'd61440+jumpn;
					ram[86] = 16'd63;
					ram[87] = 16'd4096+endop;
					ram[88] = 16'd8192+endop;
					ram[89] = 16'd16384+endop;
					ram[90] = 16'd32768+endop;
			end
			always @(posedge clock)
					begin
							instr_out_a <= ram[addr_a] ;
							instr_out_b <= ram[addr_b] ;
							instr_out_c <= ram[addr_c] ;
							instr_out_d <= ram[addr_d] ;
				   end
endmodule
### flow/run.sh
#!/bin/bash
# OpenROAD 26Q1-2900-gdf79404cd8, Yosys 0.63+post, stock flow scripts
make -C /OpenROAD-flow-scripts/flow DESIGN_CONFIG=/design/flow/config.mk WORK_HOME=/design/flow/orfs finish
### flow/constraint.sdc
current_design instr_memory

set clk_period 2.3
set clk_io_pct 0.2

create_clock -name clk0 -period $clk_period [get_ports {clock}]

set non_clock_inputs [all_inputs -no_clocks]
set_input_delay [expr $clk_period * $clk_io_pct] -clock clk0 $non_clock_inputs
set_output_delay [expr $clk_period * $clk_io_pct] -clock clk0 [all_outputs]
### flow/config.mk
export PLATFORM = sky130hd
export DESIGN_NAME = instr_memory
export DESIGN_NICKNAME = instr_memory
export VERILOG_FILES = /design/flow/design.v
export SDC_FILE = /design/flow/constraint.sdc
export NUM_CORES = 4
export LEC_CHECK = 1
export CORE_UTILIZATION = 50
==> results_slide.txt <==
Synthesis and Place & Route Summary

Global routing
  • Tot GR Track Use: 31.1%
  • Largest net degree at the start of global routing: around 50
  • First-pass GRT wire length: a little under 30000 um
  • Vias in the first global route: roughly 6000
  • Global route overflow: 0
  • Initial antenna violation count: 0

Drt
  • Routed Antenna Nets: 0
  • Via count: about 6800
  • Residual DRC count: 0
  • Pre-antenna DRT Iters: 5
  • Drt wl/cell: 16.0 um
  • Drt initial violations: 584
  • N_diodes: 0
  • Final wirelength: roughly 18000 um
  • Number of vias per cell: 5.98

Synth
  • Post-Syn Instances: 832
  • Largest type area fraction: 15.4%
  • Syn avg cell area: a little under 7 sq um
  • Biggest area cells: dfxtp_1 (15%), ha_1 (7.6%), o21ai_0 (6.2%), a21oi_1 (5.9%), nand2_1 (4.3%)
  • Main flop type: dfxtp_1
  • Fraction of registers with async set/reset: 0%
  • Ys cells: ~830
  • Ys Warns: 1
  • Sequential area share after synthesis: 15.4%
  • Post-synth cell types: 76
  • Number of flops mapped to enable cells by yosys: 0
  • Yosys synthesis chip area: 0.00574 sq mm
  • Synth area leader: dfxtp_1
  • Cell Area, Synth: 0.00574 sq mm
  • Synth flops: 44

Cells and area
  • FILL cells: 908
  • Layout Cells excl Fill: 1134
  • Post-route cell area: a little under 0.008 sq mm
  • Share of layout cells above drive strength 1: about 19%
  • P&R area growth vs syn: 34.5%
  • Most instantiated logic cells after routing: buf_4 (162), clkdlybuf4s50_1 (72), o21ai_0 (71)
  • Commonest Layout Cell: buf_4

Final timing
  • Fin. Hold Viols: 0
  • Fin crit period: 2.14 ns
  • F_max: between 400 and 500 MHz
  • Cycle use final: 93.1%
  • Hold Worst Slack: 0.846 ns
  • RSZ-0062 raised after global routing: false
  • Slew HR: 66.5%
  • Worst-Margin Slew: approximately 0.49 ns
  • Max Transition Viols Final: 0
  • Final setup fails: 0

Clock network
  • Clk sinks: 44
  • Post-CTS Resized: 0
  • Clock Path Buffers: 2
  • Post-CTS setup buffer count: 0
  • Hold buffer count at CTS: 0
  • TritonCTS clock tree: yes
  • H-tree depth: 2
  • CTS Buf Count: 5
  • CTS root buf: clkbuf_16
  • Clk pin slew, worst setup/hold paths: 0.07 ns

Floorplan
  • Row count: 38
  • Die Span Y: ~110 um
  • Fp_density: 52.0%
  • Die area: 0.0119 sq mm
  • Die width: 109 um
  • Num ports: 129
  • Core area: 0.0110 sq mm

Place
  • Placer congestion estimate: 0.966
  • Post-DP Area: 0.00753 sq mm
  • Dpl hpwl: 13300 um
  • # port buffers: 72
  • DP Cell Count: around 1100

Pwr
  • Sw Share: 32.3%
  • Sequential power share: 27.9%
  • VDD IR-drop max: ~0.52 mV
  • LEAKAGE: between 3 and 4 nW
  • P_sw: 1.00 mW
  • Power Dens Cells: 402 mW/mm^2
  • Comb pwr share: 42.9%
  • Clk pwr share: just under 30%
  • P_int: 2.10 mW

Min path
  • Hold_sp: addr_c[6]
  • Hold Path Class: input pin to flop
  • Worst Hold Endpoint: instr_out_c[0]$_DFF_P_
  • Hold-critical path depth: 3

Critical path
  • Worst Path Arrival: 2.33 ns
  • Worst-path fanout max: 5
  • Crit path launch type: input pin
  • CP required: between 2 and 2.5 ns
  • Crit Path Class: input pin to flop
  • CP Capture Type: flop

Outcome
  • Status: finished clean

Job
  • OpenROAD warning count: 93
  • Max Cap Violations: 0
-- power by group through the flow --
stage     Clock (mW)  Combinational, mW  Sequential (mW)
5_1_grt        0.962               1.46            0.872
6_report       0.907               1.33            0.866
4_1_cts        0.930               1.32            0.867
-- cells by family (layout without fill, tap and decap cells) --
group           after synthesis  in the layout  synth area share (%)
flops                        44             44                  15.4
mux                          25             25                  5.15
compound gates              314            314                  36.4
other cells                   1             20                0.0654
fa+ha+maj                    35             35                  7.64
buf+inv                     136            279                  11.1
simple gates                272            272                  23.5
xor+xnor                      5              5                 0.763
-- cell usage after synthesis, drive strengths merged, types with 4 or more instances --
master	number
a2111oi	6
a211oi	25
a21o	6
a21oi	68
a221oi	4
a22oi	6
a311o	4
a311oi	5
a31oi	22
and2	6
buf	60
clkbuf	46
dfxtp	44
ha	35
inv	28
mux2	6
mux2i	16
nand2	67
nand2b	31
nand3	29
nand3b	6
nand4	4
nor2	61
nor2b	32
nor3	19
nor3b	4
o2111ai	4
o211ai	17
o21ai	73
o22ai	9
o311a	4
o311ai	10
o31ai	15
xnor2	4
-- through the flow --
step	power, mW	util, %	setup slack (ns)	TNS [ns]
6_report	3.11	70.0	0.159	0
5_1_grt	3.30	70.0	0.00187	0
4_1_cts	3.11	70.0	0.167	0
3_5_place_dp	2.19	68.3	-0.143	-1.06
3_3_place_gp	2.18	68.3	-0.117	-0.820
2_1_floorplan	1.59	-	0.0805	0
-- layer usage --
metal  vias to the layer above  GRT usage, %  part of all wire, %
li1                       3353             -                    -
met1                      3073          47.3                   46
met2                       328          46.7                   44
met3                        28          4.57                  8.7
met4                         0          6.18                  1.2
met5                         -             0                    0
-- state kept, by name, indices dropped and copies added, names as in the netlist --
register and cells:
instr_out_a 11, instr_out_b 11, instr_out_c 11, instr_out_d 11
-- critical path, stage by stage --
cell and delay [ns]:
clkdlybuf4s50_1 0.49, inv_1 0.11, ha_1 0.36, nand2b_1 0.10
and3_1 0.19, a211oi_1 0.25, a31oi_1 0.07, o32a_1 0.30
-- cell type report --
class	instances	area (sq um)	area share (%)
inverters	30	113	1.46
well taps	140	175	2.27
flip-flops and latches	44	881	11.4
clock buffers	7	153	1.98
multi-input cells	671	4290	55.6
clock inverters	1	30.0	0.389
repair buffers	241	2080	26.9
-- how the worst max path moves through the flow --
stage                      from                      end  slack [ns]
final                 addr_a[1]   instr_out_a[4]$_DFF_P_        0.16
after global routing  addr_c[1]  instr_out_c[12]$_DFF_P_       0.002
after CTS             addr_a[0]   instr_out_a[4]$_DFF_P_        0.17
No activity file was given, so power comes from the tool's default toggle rates.
